`/design/flow/run.sh`:
```
#!/bin/bash
# OpenROAD 26Q1-2900-gdf79404cd8, Yosys 0.63+post, stock flow scripts
make -C /OpenROAD-flow-scripts/flow DESIGN_CONFIG=/design/flow/config.mk WORK_HOME=/design/flow/orfs finish
```
`/design/flow/config.mk`:
```
export PLATFORM = sky130hd
export DESIGN_NAME = memory
export DESIGN_NICKNAME = memory
export VERILOG_FILES = /design/flow/design.v
export SDC_FILE = /design/flow/constraint.sdc
export NUM_CORES = 4
export LEC_CHECK = 1
export CORE_UTILIZATION = 40
```
`/design/flow/constraint.sdc`:
```
current_design memory

set clk_period 2.2
set clk_io_pct 0.2

create_clock -name clk0 -period $clk_period [get_ports {clk}]

set non_clock_inputs [all_inputs -no_clocks]
set_input_delay [expr $clk_period * $clk_io_pct] -clock clk0 $non_clock_inputs
set_output_delay [expr $clk_period * $clk_io_pct] -clock clk0 [all_outputs]
```
`/design/flow/design.v`:
```
module memory
#(parameter INIT_FILE = "")
(
input clk,
input w_en,
input r_en,
input [3:0] w_addr,
input [3:0] r_addr,
input [7:0] w_data,
output  [7:0] r_data
    );
    reg [7:0] reg_r_data;
    reg [7:0] mem [0:15];
    always @(posedge clk) begin
    if(w_en == 1'b1)
    mem [w_addr] <= w_data;
    if (r_en ==1'b1)
    reg_r_data <= mem [r_addr];
    end
    assign r_data = reg_r_data;
    initial if (INIT_FILE) begin
    $readmemh (INIT_FILE,mem);
    end
endmodule
```
==> results.env <==
SETUP-TNS-FINAL_PS=0
DESIGN.DIE.AREA_UM2=13530
SYNTH-SIMPLE-AREA-SHARE_PCT=3.135
MOST_COMMON_CELL_AFTER_LAYOUT_FILL_AND_TAPS_ASIDE='edfxtp_1'
REQUIRED_PS=2350
ROUTE.FINAL.WIRE_LENGTH_MM=10.12
GRT_OVERFLOW=0
PWR_DENSITY_CELL_nW_PER_UM2=949.6
HOLD_VIOL_FINAL=0
TOP_METAL_LAYER_CARRYING_ROUTED_SIGNALS='met4'
MOSTFREQUENTLAYOUTCELLS='136 x edfxtp_1, 25 x clkdlybuf4s50_1, 19 x buf_4, 18 x mux4_2, 17 x clkbuf_16'
DRT-VIAS-PER-INSTANCE=5.238
ANTENNA_VIOLATIONS_BEFORE_REPAIR=0
GRT_UTIL_ALL_LAYERS_PCT=17.91
DIE_Y_UM=116.3
WL_MET1_MM=4.120
CLOCK_PATH_BUFFERS=2
PEAKVDDDROP_V=0.0005353
YS_TYPES=18
POSTSYNTHAREAPERCELL_UM2=22.83
YOSYS_WARNING_TOTAL=1
CTS.HTREE.LEVELS=4
ROUTE.ANTENNA.DIODE_COUNT=0
REG2REG_DEPTH=3
POST_SYNTH_INST_COUNT=229
FILLERS=1018
FF_LATCH_AREA_UM2=4084
MAPPEDNETLISTAREA_UM2=5228
YOSYS_REGISTER_BITS=136
PORT_BUFFER_COUNT=26
CRITICAL_PATH.STARTPOINT_TYPE='input port'
SYNTH_XOR_XNOR_AREA_SHARE_PCT=0
GP_CONGESTION=0.7706
WL_PER_CELL_UM=21.53
MAX_CAP_VIOL_COUNT=0
FLOW.AREA_GROWTH_FROM_SYNTHESIS_PCT=22.86
CTS_TREE='yes'
WORST_SKEW_PAIR.LATE_LATENCY_PS=400
SYNTHADDERAREAFRAC_PCT=0
STAGE_LOG_WARNINGS=25
FINAL_MAX_SLEW_VIOL_COUNT=0
FP-ROW-COUNT=41
INITCOREUTIL_PCT=41.26
RUN_STATUS='complete, no violations'
SETUP_SLACK_PS=371.2
INITIALDRTVIOLATIONCOUNT=85
TRITONCTS_NUM_SINKS=136
FINAL-SETUP-VIOL-COUNT=0
TOTAL_NUMBER_OF_VIAS=2462
MAXIMUM_CLOCK_SKEW_AT_FINAL_LAYOUT_PS=10.02
LARGEST_NET_DEGREE_AT_THE_START_OF_GLOBAL_ROUTING=33
YOSYSCELLCOUNT=229
YS_SH_AOI_PCT=2.298
ANTENNA_LEFT=0
CLOCK_BUFFER_COUNT_FROM_CTS=17
CLK_ROOT_BUFFER_CELL='clkbuf_16'
DRC=0
CHIP_AREA_ESTIMATE_FROM_YOSYS_SYNTHESIS_UM2=5228
YS_SEQ_SHARE_PCT=78.12
GRT_SETUP_UNREPAIRED='no'
TIMING.MAX_SLEW.REL_SLACK_PCT=51.86
CTS_RESIZED=0
VIA_COUNT_OF_THE_FIRST_GLOBAL_ROUTING_PASS=2666
FINAL_LAYOUT_SIZE_SUFFIX_GT1_SHARE_PCT=23.49
NUM_IO_PINS=27
POSTCTSSETUPBUFFERS=0
TIMING_WORST_SETUP_PATH_TYPE='input port to flip-flop'
DIE_WIDTH_UM=116.3
MULTIINPUTGATEAREA_UM2=1057
POST-ROUTE-MIN-PERIOD_PS=1829
POSTCTSHOLDBUFS=0
MIN_PATH_CELLS=3
MET2ROUTEDLENGTH_MM=4.716
ENDPOINT_KIND='flip-flop'
POST_SYNTH_MAIN_LOGIC_FAMILY='multiplexers'
CRIT_ARRIVAL_PS=1980
HP-CLASS='flip-flop to flip-flop'
DRTPASS1ITERATIONS=4
MUX_AREA_SHARE_PCT=14.79
WORST_PIN_SLEW_PS=719.5
CLKTRANSATPATHREGS_PS=60
PATH_MAX_FANOUT=32
MAX_CLOCK_FREQ_MHz=546.8
POWER.LEAKAGE_nW=2.129
FINALCRITPERIODSHARE_PCT=83.13
DPL_WORST_SLACK_PS=-35.79
DPL.HPWL_MM=6.280
GRT_FIRST_PASS_WIRELENGTH_MM=15.48
MET3ROUTEDLENGTH_MM=1.201
DESIGN.CORE.AREA_UM2=12670
## final cells by class
cell class              instances  area share, %
flip-flops and latches        136          63.59
multi-input cells              83          16.46
repair buffers                 48          7.130
clock buffers                  18          6.682
well taps                     172          3.351
clock inverters                13          2.786
## logic make-up (layout without fill, tap and decap cells)
| kind of cell | count (synthesis) | count (layout) |
|---|---|---|
| AND-OR/OR-AND | 16 | 16 |
| buffers and inverters | 10 | 79 |
| flip-flops | 136 | 136 |
| multiplexers | 32 | 32 |
| AND/OR/NAND/NOR | 35 | 35 |
## critical path: stages
cell and delay (ps):
clkdlybuf4s50_1 510, buf_12 230, mux4_2 330, a22oi_1 370
nand2_1 90
## state kept, by name (all words and copies together), names as in the netlist
name        flops
mem           128
reg_r_data      8
## power breakdown
| part | leakage (nW) | switching, mW | internal (mW) |
|---|---|---|---|
| Clock | 0.291 | 0.984 | 1.88 |
| Sequential | 1.24 | 0.0166 | 2.92 |
| Combinational | 0.602 | 0.149 | 0.144 |
## path summary, 6_finish.rpt
path	start	end	slack, ps
max	r_addr[1]	reg_r_data[4]	370
min	mem[7][2]	reg_r_data[2]	740
max reg2reg	mem[2][4]	reg_r_data[4]	660
min reg2reg	mem[7][2]	reg_r_data[2]	740
## metal layers
metal	global-route usage, %	vias up
met2	25.80	133
met1	28.06	1228
met3	9.672	8
met5	0	-
li1	-	1093
met4	1.880	0
## synthesized netlist by cell type
cell             instances  area share [%]
a22oi_1                 16             2.3
and2_1                   1            0.12
and2b_1                  1            0.14
buf_2                    3            0.29
buf_4                    1            0.14
buf_6                    3            0.65
clkdlybuf4s25_2          3            0.57
edfxtp_1               136              78
mux4_1                  14             7.0
mux4_2                  18             7.8
nand2_1                  9            0.65
nand2b_1                 2            0.24
nand3_1                  1           0.096
nand3b_1                 2            0.29
nor2_1                  13            0.93
nor2b_1                  1            0.12
nor3_1                   4            0.38
or3b_2                   1            0.17
## metrics by stage
stage               std cells  area, um^2  power, mW  utilization (%)  hold slack, ps
finish                    470        6422      6.099            50.69           744.3
floorplan                 229        5228      3.127                -           538.9
detailed placement        439        5814      3.290            45.89           738.0
global placement          439        5814      3.285            45.89           728.4
global route              470        6422      6.294            50.69           787.8
CTS                       470        6422      6.156            50.69           747.8
Power figures rest on the tool's default switching activity, not on a simulated workload.
